===== design/flow/design.v =====
interface imem_if;
  logic        req_valid;
  logic [31:0] req_addr;
  logic        req_ready;
  logic        resp_valid;
  logic [31:0] resp_data;
  logic        resp_ready;
  modport master (
            output req_valid,
            output req_addr,
            output resp_ready,
            input  req_ready,
            input  resp_valid,
            input  resp_data
          );
  modport slave (
            input  req_valid,
            input  req_addr,
            input  resp_ready,
            output req_ready,
            output resp_valid,
            output resp_data
          );
endinterface
module if_id_reg (
    input logic        clk,
    input logic        reset_n,
    input logic        stall,
    input logic        imem_resp_fire,
    input logic [31:0] imem_resp_data,
    input logic [31:0] pc_current,
    output logic       if_id_valid,
    output logic [31:0] if_id_inst,
    output logic [31:0] if_id_pc
  );
  logic consume;
  assign consume = if_id_valid && !stall;
  always_ff @(posedge clk)
  begin
    if (!reset_n)
    begin
      if_id_valid <= 1'b0;
      if_id_inst <= 32'b0;
      if_id_pc <= 32'b0;
    end
    else
    begin
      if (imem_resp_fire && (!if_id_valid || consume))
      begin
        if_id_valid <= 1'b1;
        if_id_inst <= imem_resp_data;
        if_id_pc <= pc_current;
      end
      else if (consume)
      begin
        if_id_valid <= 1'b0;
      end
    end
  end
endmodule
module id_ex_reg (
    input logic        clk,
    input logic        reset_n,
    input logic        stall,
    input logic        if_id_valid,
    input logic [31:0] if_id_inst,
    input logic [31:0] if_id_pc,
    input logic [31:0] rs1_data,
    input logic [31:0] rs2_data,
    input logic [31:0] imm_i,
    input logic [4:0]  rd,
    input logic        wb_we,
    input logic [3:0]  alu_opcode,
    input logic        use_imm,
    input logic [31:0] pc_current,
    output logic       id_ex_valid,
    output logic [31:0] id_ex_rs1_data,
    output logic [31:0] id_ex_rs2_data,
    output logic [31:0] id_ex_imm_i,
    output logic [4:0]  id_ex_rd,
    output logic        id_ex_wb_we,
    output logic [3:0]  id_ex_alu_opcode,
    output logic        id_ex_use_imm
  );
  always_ff @(posedge clk)
  begin
    if (!reset_n)
    begin
      id_ex_valid <= 1'b0;
      id_ex_rs1_data <= 32'b0;
      id_ex_rs2_data <= 32'b0;
      id_ex_imm_i <= 32'b0;
      id_ex_rd <= 5'b0;
      id_ex_wb_we <= 1'b0;
      id_ex_alu_opcode <= 4'b0;
      id_ex_use_imm <= 1'b0;
    end
    else if (stall)
    begin
      id_ex_valid <= 1'b0;
      id_ex_rs1_data <= 32'b0;
      id_ex_rs2_data <= 32'b0;
      id_ex_imm_i <= 32'b0;
      id_ex_rd <= 5'b0;
      id_ex_wb_we <= 1'b0;
      id_ex_alu_opcode <= 4'b0;
      id_ex_use_imm <= 1'b0;
    end
    else
    begin
      id_ex_valid <= if_id_valid;
      id_ex_rs1_data <= rs1_data;
      id_ex_rs2_data <= rs2_data;
      id_ex_imm_i <= imm_i;
      id_ex_rd <= rd;
      id_ex_wb_we <= wb_we;
      id_ex_alu_opcode <= alu_opcode;
      id_ex_use_imm <= use_imm;
    end
  end
endmodule

===== design/flow/config.mk =====
export PLATFORM = sky130hd
export DESIGN_NAME = id_ex_reg
export DESIGN_NICKNAME = id_ex_reg
export VERILOG_FILES = /design/flow/design.v
export SDC_FILE = /design/flow/constraint.sdc
export NUM_CORES = 4
export LEC_CHECK = 1
export CORE_AREA = 10 10 187 187
export DIE_AREA = 0 0 197 197

===== design/flow/constraint.sdc =====
current_design id_ex_reg

set clk_period 1.0
set clk_io_pct 0.2

create_clock -name clk0 -period $clk_period [get_ports {clk}]

set non_clock_inputs [all_inputs -no_clocks]
set_input_delay [expr $clk_period * $clk_io_pct] -clock clk0 $non_clock_inputs
set_output_delay [expr $clk_period * $clk_io_pct] -clock clk0 [all_outputs]

===== design/flow/run.sh =====
#!/bin/bash
# OpenROAD 26Q1-2900-gdf79404cd8, Yosys 0.63+post, stock flow scripts
make -C /OpenROAD-flow-scripts/flow DESIGN_CONFIG=/design/flow/config.mk WORK_HOME=/design/flow/orfs finish

==> Slide: Implementation Results <==
Key Metrics from the Run

STA
  • Final setup viols: 0
  • Final Max Slew Viols: 0
  • Fmax: 1000 MHz
  • TNS Setup: 0 ns
  • Measured slew at the worst slew-check pin: 0.231 ns
  • Final WS setup: 0.00152 ns
  • Max_slew headroom: 84.6%
  • Hold Violations, Final: 0
  • RSZ-0062 raised after global routing: yes
  • Cycle use final: 99.8%
  • Final min period: 0.998 ns

Clock tree
  • Clk Tree Root Cell: clkbuf_16
  • CTS tree: built
  • Postcts setup bufs: 0
  • Clk sinks: 108
  • Depth of the CTS H-tree: 3
  • CTS max path bufs: 2
  • CTS Buf Count: 9
  • Worst-path clk slew: 0.07 ns
  • Post-CTS Hold Fix Bufs: 0

Outcome
  • Outcome: complete, no violations

Die
  • CORE AREA: 0.0307 mm2
  • Chip area: 0.0388 mm2
  • Row cnt: 64
  • FP Core Util: 10.6%
  • Die H: 197 um
  • Die width: 197 um
  • I/O pin cnt: 315

Worst hold path
  • Hold Crit Class: in -> reg

GRT
  • First-pass GRT wire length: 18000 um
  • Initial antenna violation count: 2
  • Global-route congestion overflow total: 0
  • Largest net degree at the start of global routing: 48
  • GRT Resource Usage Total: 6.23%
  • Vias in the first global route: 2670

Drt
  • Vias per cell: 2.98
  • Routed WL per cell: 14.5 um
  • Met3 wire len: 1630 um
  • Total wire length: 12400 um
  • Detail Route Antenna Nets: 0
  • DR top layer: met5
  • Initial DRC count: 51
  • Via count: 2544
  • Met2 WL post-DR: 5110 um
  • Initial DRT Pass Iterations: 4
  • DRC: 0
  • M1 WL: 5380 um

Cells and area
  • Fraction of layout cells with a size suffix above 1: 34.6%
  • Final Non-Filler Cells: 853
  • Comb area: 956 um2
  • Layout area overhead: 74.9%
  • Register Area: 0.00219 mm2
  • Final Cell Area: 0.00569 mm2
  • Most numerous logic cells after layout: clkdlybuf4s50_1 (108), buf_2 (103), and3b_1 (100)
  • Fill count: 3420
  • Final Core Density: 18.5%
  • Dominant logic cell type in the layout: clkdlybuf4s50_1

Yosys
  • Post-Syn Area per Cell: 13.6 um2
  • Comb area leader: simple AND/OR/NAND/NOR gates
  • Simple Share, Synth: 29.4%
  • Area fraction in compound gates: 0%
  • Gate Count Post-Synth: 239
  • YS warnings: 1
  • Yosys adder share: 0%
  • YS chip area: 0.00325 mm2
  • Cells in synth_stat.txt: 239
  • Synthesized area: 0.00325 mm2
  • XOR/XNOR Area Share: 0%
  • Unique cell types: 7
  • Synth Seq Share: 66.4%
  • Post-synth regs: 108
  • Area fraction in mux cells: 0%

Critical path
  • Crit path from: id_ex_imm_i[24]$_SDFF_PP0_
  • Setup crit end: id_ex_imm_i[24]
  • Worst setup EP type: output port
  • Crit path depth: 1
  • CP required: 0.80 ns
  • CP top delay family: flip-flops
  • Slowest library cell on the worst path: dfxtp_1
  • Startpoint class of the critical path: flip-flop
  • CP max stage delay: 0.31 ns
  • CP Buf/Inv Count: 1
  • Worst-path fanout max: 1
  • Crit-path cells: buf_2
  • Crit Path Class: reg -> out
  • WP data arrival: 0.80 ns

Placed design
  • Routability cong.: 0.730
  • Pre-CTS setup slack: -0.0479 ns
  • Placed Cells: 836
  • Port Buffer Count: 218
  • Dpl hpwl: 9590 um
  • Placed cell areas: 0.00589 mm2

Pwr
  • P per Cell Area: 1550 mW/mm2
  • Worst vdd ir: 0.000746 V
  • Leakage power: 2.83 nW

Flow run
  • Max-cap violations: 0
  • Tool warnings: 123
[state kept, by name, indices dropped and copies added, names as in the netlist]
name	flops
id_ex_use_imm	1
id_ex_valid	1
id_ex_wb_we	1
id_ex_rs1_data	32
id_ex_rs2_data	32
id_ex_alu_opcode	4
id_ex_rd	5
id_ex_imm_i	32
[power by group]
group / leakage, nW / internal, mW / switching [mW]
Sequential: 0.895 / 4.48 / 0.0389
Combinational: 1.81 / 0.654 / 0.252
Clock: 0.133 / 1.69 / 1.70
[synth_stat cells (all sizes together)]
master,instances,area (um2)
and3b,108,956
clkbuf,9,35.0
buf,14,101
dfxtp,108,2160
[worst min path at each step]
stage,slack (ns),startpoint,depth (start not counted),end
4_1_cts,0.32,reset_n,3,id_ex_rs1_data[4]$_SDFF_PP0_
5_1_grt,0.33,reset_n,3,id_ex_imm_i[29]$_SDFF_PP0_
6_report,0.35,reset_n,3,id_ex_rs1_data[4]$_SDFF_PP0_
[timing repair]
item                                    in CTS  in global routing
resized                                    361                 15
pin swaps                                    0                  0
endpoints found under the setup margin     108                 98
[per-stage QoR]
stage / hold WS, ns / total power, mW
detailed placement: 0.740 / 5.70
global placement: 0.736 / 5.69
global route: 0.332 / 9.31
floorplan: 0.364 / 4.82
finish: 0.345 / 8.81
CTS: 0.320 / 9.09
[tightest hold or removal path, delay by kind of cell]
kind / cells / cell delay [ns]
buf+inv: 2 / 0.31
simple gates: 1 / 0.15
[layer usage]
| layer | vias up | GRT usage [%] |
|---|---|---|
| met1 | 1127 | 7.97 |
| met5 | - | 0 |
| met2 | 152 | 9.05 |
| met3 | 18 | 3.69 |
| li1 | 1243 | - |
| met4 | 4 | 0.968 |
[layout make-up]
type,instances,share of cell area (%)
Sequential cell,108,38.4
Timing Repair Buffer,224,31.3
Multi-Input combinational cell,108,16.8
Tap cell,396,8.71
Clock buffer,10,4.02
Clock inverter,6,0.703
Antenna cell,1,0.0440
[cells by family after synthesis]
group | Yosys count
flops | 108
simple gates | 108
buf+inv | 23
Power figures rest on the tool's default switching activity, not on a simulated workload.
