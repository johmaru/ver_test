<file path="/design/flow/design.v">
interface imem_if;
  logic        req_valid;
  logic [31:0] req_addr;
  logic        req_ready;
  logic        resp_valid;
  logic [31:0] resp_data;
  logic        resp_ready;
  modport master (
            output req_valid,
            output req_addr,
            output resp_ready,
            input  req_ready,
            input  resp_valid,
            input  resp_data
          );
  modport slave (
            input  req_valid,
            input  req_addr,
            input  resp_ready,
            output req_ready,
            output resp_valid,
            output resp_data
          );
endinterface
module alu (
    input [31:0] a,
    input [31:0] b,
    input [3:0] opcode,
    output logic [31:0] result,
    output logic zero
  );
  logic [4:0] shamt;
  assign shamt = b[4:0];
  always_comb
  begin
    case (opcode)
      4'b0000:
        result = a + b;           
      4'b0001:
        result = a - b;           
      4'b0010:
        result = a & b;           
      4'b0011:
        result = a | b;           
      4'b0100:
        result = a ^ b;           
      4'b0101:
        result = a << shamt;    
      4'b0110:
        result = a >> shamt;    
      4'b0111:
        result = $signed(a) >>> shamt;  
      4'b1000:
        result = ($signed(a) < $signed(b)) ? 32'b1 : 32'b0;  
      4'b1001:
        result = ($unsigned(a) < $unsigned(b)) ? 32'b1 : 32'b0;  
      default:
        result = 32'b0;           
    endcase
  end
  assign zero = (result == 32'b0);
endmodule
module ex_wb_stage(
    input logic clk,
    input logic reset_n,
    input  logic        id_ex_valid,
    input  logic [31:0] id_ex_rs1_data,
    input  logic [31:0] id_ex_rs2_data,
    input  logic [31:0] id_ex_imm_i,
    input  logic [4:0]  id_ex_rd,
    input  logic        id_ex_wb_we,
    input  logic [3:0]  id_ex_alu_opcode,
    input  logic        id_ex_use_imm,
    output logic        wb_we,
    output logic [4:0]  wb_rd,
    output logic [31:0] wb_data
  );
  logic [31:0] ex_alu_in2;
  assign ex_alu_in2 = id_ex_use_imm ? id_ex_imm_i : id_ex_rs2_data;
  logic [31:0] alu_res;
  logic alu_zero;
  alu u_alu (
        .a(id_ex_rs1_data),
        .b(ex_alu_in2),
        .opcode(id_ex_alu_opcode),
        .result(alu_res),
        .zero(alu_zero)
      );
  assign wb_we = id_ex_valid && id_ex_wb_we;
  assign wb_rd = id_ex_rd;
  assign wb_data = alu_res;
endmodule
</file>
<file path="/design/flow/run.sh">
#!/bin/bash
# OpenROAD 26Q1-2900-gdf79404cd8, Yosys 0.63+post, stock flow scripts
make -C /OpenROAD-flow-scripts/flow DESIGN_CONFIG=/design/flow/config.mk WORK_HOME=/design/flow/orfs finish
</file>
<file path="/design/flow/config.mk">
export PLATFORM = sky130hd
export DESIGN_NAME = ex_wb_stage
export DESIGN_NICKNAME = ex_wb_stage
export VERILOG_FILES = /design/flow/design.v
export SDC_FILE = /design/flow/constraint.sdc
export NUM_CORES = 4
export LEC_CHECK = 1
export CORE_UTILIZATION = 30
</file>
<file path="/design/flow/constraint.sdc">
current_design ex_wb_stage

set clk_period 40.4
set clk_io_pct 0.2

create_clock -name clk0 -period $clk_period

set non_clock_inputs [all_inputs -no_clocks]
set_input_delay [expr $clk_period * $clk_io_pct] -clock clk0 $non_clock_inputs
set_output_delay [expr $clk_period * $clk_io_pct] -clock clk0 [all_outputs]
</file>
==> flow_summary.toml <==
# yosys + openroad results
[worst_setup_path]
cp_cell_sequence = "clkdlybuf4s50_1 -> mux2i_4 -> buf_4 -> inv_2 -> buf_4 -> ha_1 -> inv_1 -> fa_1 -> nor2b_1 -> o2111ai_1 -> a31o_2 -> o311a_1 -> o41a_1 -> a211oi_1 -> o32ai_1 -> or3_1 -> o21a_1 -> clkdlybuf4s50_1"
slowest_delay_ps = 560
critPathKind = "primary input to output port"
critPathArrivalTime_ps = 13750
end_kind = "output port"
slowest_stage = "buf_4"
path_max_fanout = 57
worst_ep_required_time_ps = 32320
crit_path_start_kind = "primary input"

[final_layout]
utilization_pct = 36.3
drive_gt1_share_pct = 6.05
ff_latch_area_um2 = 0
n_fill_cell = 3138
seq_cells = 0
num-clock-buffers = 0
syn2layout_area_growth_pct = 18.1
fin_area_mm2 = 0.0105

[job]
max_cap_violations = 0
log.warning_count = 100

[routing]
firstDrtPassIters = 6
top_layer_used = "met4"
ant_nets = 0
route.detailed.drc = 0
first_iter_violations = 1180
route.vias.total = 11000
route.met3.wl_um = 4300
post_drt_wl_per_cell_um = 23.8
wirelength_um = 42600
dr_wl_met2_um = 18100
via_per_inst = 6.15
wl_met1_um = 18900

[final_timing]
fmax_mhz = 45.8
hold_violations = 0
relSlewSlack_pct = 40.4
fin_crit_ps = 21830
rsz0062_at_grt = "no"
holdWs_ps = 16160
tns_ps = 0
max_slew.worst_pin.slew_ps = 889
finalClockPeriodUsage_pct = 54.0
drv_slew = 0
finalSetupViolCount = 0

[power_and_ir_drop]
power.density_mw_per_mm2 = 17.2
netSwitchingPower_uw = 110
vdd_drop_max_uv = 8.63
p_int_uw = 71.3
p_sw_share_pct = 60.6
leakagePower_uw = 0.00447

[synthesis]
yosysWarnings = 1
top_area_cell = "ha_1"
syn_inst = 1351
ys_chip_area_mm2 = 0.00893
ys_cells = 1351
synth.top_cell.area_share_pct = 13.7
area_leaders = "ha_1, mux2i_1, a21oi_1"
synth.avg_cell_area_um2 = 6.61
synth_area_mm2 = 0.00893
synthDistinctLibCells = 69
ys_seq_share_pct = 0

[floorplan]
die_y_um = 175
dieWidth_um = 175
rows = 62
core_mm2 = 0.0290
die_area_mm2 = 0.0305
fp_util_pct = 30.8
io_pins = 148

[global_routing]
grt_overflow = 0
grt_start_max_net_pins = 59
grt_pass1_vias = 10300
grt_pass1_wl_um = 64600
grt_usage_pct = 28.1
antenna_found_initial = 1

[placed_design]
gp_congestion = 1.04
dp_hpwl_um = 33600
dpl-instance-area_mm2 = 0.0105
io_buffers = 136

[hold_path]
hp-class = "primary input to output port"

[clock_network]
cts_resized = 0
cts_setup_buffers = 0
hold_buffers = 0

[status]
outcome = "complete, no violations"
worst max-delay path: cells and delay by family:
family / cells / cell delay (ps)
AND-OR/OR-AND: 7 / 2110
adder cells (fa/ha/maj): 2 / 870
buffers and inverters: 6 / 1960
AND/OR/NAND/NOR: 2 / 570
multiplexers: 1 / 70
final timing paths:
check	depth (start not counted)	end	slack (ps)	startpoint
setup / recovery	18	wb_data[30]	18570	id_ex_imm_i[0]
hold / removal	0	wb_rd[0]	16160	id_ex_rd[0]
layout by cell type, fill, tap and decap left out, types with 25 or more instances in the layout:
cell               n
o211ai_1          35
ha_1              98
clkdlybuf4s50_1  135
a211oi_1          30
a21oi_1          130
a221oi_1          25
nand2_1          157
nand3_1           28
o21ai_1           34
nor3_1            26
buf_4             26
inv_1             79
o21ai_0           54
nor2_1           144
mux2i_1          103
kinds of logic (layout without fill, tap and decap cells):
family	count (synthesis)	count (layout)	synth area share, %
compound gates	488	488	36.5
fa+ha+maj	100	100	14.2
other cells	0	1	0
buf+inv	196	251	8.79
simple gates	426	426	20.8
xor+xnor	4	4	0.392
mux	137	137	19.4
cell type report:
type | count | area [um2] | share of cell area [%]
multi-input cells | 1155 | 8180 | 77.5
repair buffers | 162 | 1550 | 14.7
well taps | 384 | 480 | 4.56
inverters | 89 | 334 | 3.17
diodes | 1 | 2.50 | 0.0237
metrics by stage:
stage	std cells	setup slack (ps)	power (uW)
after CTS	1790	18720	177
after detailed placement	1790	18740	176
final	1791	18570	181
after floorplan	1351	20190	109
after global routing	1790	18420	196
after global placement	1790	18730	177
cell usage after synthesis, types with 15 or more instances:
| cell type | number |
|---|---|
| o21ai_1 | 34 |
| mux4_2 | 24 |
| o221ai_1 | 21 |
| a31oi_1 | 19 |
| a211oi_1 | 30 |
| nor3_1 | 28 |
| o211ai_1 | 35 |
| nand2_1 | 157 |
| a21o_1 | 24 |
| a221oi_1 | 25 |
| ha_1 | 98 |
| mux2i_1 | 104 |
| nor2_1 | 145 |
| inv_1 | 79 |
| a21oi_1 | 130 |
| o22ai_1 | 16 |
| clkbuf_1 | 74 |
| o21ai_0 | 54 |
| buf_2 | 15 |
| nand3_1 | 28 |
power groups by stage:
stage                 combinational, uW  sequential, uW  clock (uW)
after CTS                           177               0           0
after global routing                196               0           0
routing by layer:
layer  global-route usage [%]  up-vias
li1                         -     5175
met4                     7.17        0
met2                     41.6      584
met1                     41.6     5195
met5                        0        -
met3                     5.64       67
Power and IR drop assume default switching activity.
