--- /design/flow/design.v ---
interface imem_if;
  logic        req_valid;
  logic [31:0] req_addr;
  logic        req_ready;
  logic        resp_valid;
  logic [31:0] resp_data;
  logic        resp_ready;
  modport master (
            output req_valid,
            output req_addr,
            output resp_ready,
            input  req_ready,
            input  resp_valid,
            input  resp_data
          );
  modport slave (
            input  req_valid,
            input  req_addr,
            input  resp_ready,
            output req_ready,
            output resp_valid,
            output resp_data
          );
endinterface
module regfile32 (
    input logic clk,
    input logic we,
    input logic [4:0] waddr,
    input logic [31:0] wdata,
    input logic [4:0] raddr1,
    output logic [31:0] rdata1,
    input logic [4:0] raddr2,
    output logic [31:0] rdata2
  );
  logic [31:0] regs [0:31];
  always_comb
  begin
    rdata1 = (raddr1 != 5'd0) ? regs[raddr1] : 32'd0;
    rdata2 = (raddr2 != 5'd0) ? regs[raddr2] : 32'd0;
  end
  always_ff @(posedge clk)
  begin
    if (we && (waddr != 5'd0))
    begin
      regs[waddr] <= wdata;
    end
  end
endmodule
--- /design/flow/run.sh ---
#!/bin/bash
# OpenROAD 26Q1-2900-gdf79404cd8, Yosys 0.63+post, stock flow scripts
make -C /OpenROAD-flow-scripts/flow DESIGN_CONFIG=/design/flow/config.mk WORK_HOME=/design/flow/orfs finish
--- /design/flow/config.mk ---
export PLATFORM = sky130hd
export DESIGN_NAME = regfile32
export DESIGN_NICKNAME = regfile32
export VERILOG_FILES = /design/flow/design.v
export SDC_FILE = /design/flow/constraint.sdc
export NUM_CORES = 4
export LEC_CHECK = 1
export CORE_UTILIZATION = 50
--- /design/flow/constraint.sdc ---
current_design regfile32

set clk_period 7.4
set clk_io_pct 0.2

create_clock -name clk0 -period $clk_period [get_ports {clk}]

set non_clock_inputs [all_inputs -no_clocks]
set_input_delay [expr $clk_period * $clk_io_pct] -clock clk0 $non_clock_inputs
set_output_delay [expr $clk_period * $clk_io_pct] -clock clk0 [all_outputs]
==> impl_metrics.ini <==
; synthesis and place-and-route metrics
[placed_design]
gp_congestion = 0.902
dpl.hpwl_um = 86600
numPortBuffers = 112
post-place-ws_ps = 1280

[yosys]
synth_area_um2 = 47900
ys_cells = 2564
avgSynthCellArea_um2 = 18.7
top_area_cell = edfxtp_1
logic_family = multiplexers
async_flop_share = 0
ys_sh_mux = 0.250
synth_adder_area_share = 0
yosys_area_um2 = 47900
seq_area_frac_synth = 0.642
edf_count = 1024
simple_gate_area_frac = 0.0218
synth_top_area_share = 0.642
synth.distinct_cells = 39
ys.warnings.count = 1
ys_seq_elements = 1024
most_common_cell = edfxtp_1
synthTopCellsByCount = edfxtp_1 (1024), mux2i_1 (320), mux4_2 (316)
synthXorXnorAreaFrac = 0
area_leaders = edfxtp_1 (64%), mux4_2 (15%), mux2i_1 (6.7%), mux4_1 (2.0%), mux2_2 (1.5%)
synth_cells = 2564
synthAoiAreaFrac = 0.0615
flop_cell = edfxtp_1

[detailed_routing]
vias_per_cell = 6.85
wl_per_cell_um = 36.9
antenna_cells = 0
drt_wl_total_um = 150000
num_vias = 28000
first_pass_iters = 5
drc = 0
first_iter_violations = 1753
ant_nets = 0

[timing]
hold_viol = 0
layout_setup_ws_ps = 1170
slew_headroom = 0.317
setup_tns_ps = 0
grt_setup_unrepaired = no
fmax_mhz = 161
finalCriticalPeriod_ps = 6230
finalCritPeriodShare = 0.841
drv_slew = 0
setup_violations = 0
fin_hold_ws_ps = 1620
tightestPinTransition_ps = 1020

[worst_setup_path]
cp.required_ps = 5920
path_class = in -> out
critPathMaxFanout = 40
worst_setup_path_start_kind = primary input
arrival_ps = 4750
worstSetupEndpointType = output pin
cp-startpoint = raddr2[1]

[cells_and_area]
area_growth_pct = 13.7
layout-drive-gt1-share = 0.265
reg_top3 = regs (1024)
largest_register = regs
largest_register_ffs = 1024

[power]
p_sw_frac = 0.223
p_switching_w = 0.00291
p_clk_frac = 0.414
vdd_drop_max_mv = 0.166
p_int_w = 0.0102
seqPwrFrac = 0.497
p_total_w = 0.0131
total_leakage_power_nw = 17.7
p_per_area_nw_per_um2 = 240
pwr-share-comb = 0.089

[flow_run]
drv_cap = 0
warnings = 26

[die]
chipHeight_um = 312
fp_util = 0.504
rows = 113
core_area_um2 = 95000
die_w_um = 312
die_area_um2 = 97100
num_io_pins = 113

[clocking]
holdBufCountCts = 0
htreeDepth = 3
clkTransAtPathRegs_ps = 60
cts.repair.resized = 0
cts_tree = done
cts.sinks = 1024
numCtsBuffers = 109
cts_buffer_depth = 3
post_cts_buffers = 0
cts-root-buf = clkbuf_16

[grt]
grt.met3_usage = 0.299
grt_util_all_layers = 0.353
antenna_found_initial = 3
gr-total-overflow = 0
grt_max_degree = 96
grt.met2_usage = 0.491
use_met1 = 0.421
top_usage_layer = met2
grt_pass1_vias = 31500
grt_pass1_wl_um = 215000

[status]
status = completed

[hold_path]
hold_class = in -> reg
min_from = wdata[6]
==> layer usage <==
layer  share of wire  vias up  wire, µm
li1                -    11400         -
met5          0.0042        -       630
met4           0.037       26      5590
met2            0.46     2308     68900
met3            0.20      368     30000
met1            0.30    13900     45200
==> power by group through the flow <==
stage | clock (W) | sequential [W] | combinational [W]
6_report | 0.00542 | 0.00651 | 0.00117
5_1_grt | 0.00570 | 0.00651 | 0.00123
4_1_cts | 0.00549 | 0.00651 | 0.00116
==> kinds of logic after synthesis <==
logic type / Yosys count
mux: 736
flops: 1024
other cells: 1
simple gates: 212
compound gates: 374
buf+inv: 217
==> worst paths after layout <==
path | end | cells past startpoint
worst max-delay path | rdata2[14] | 7
worst min-delay path | regs[0][6]$_DFFE_PP_ | 2
==> cell type report <==
| type | count | area, µm² |
|---|---|---|
| Fill cell | 6924 | 40600 |
| Sequential cell | 1024 | 30700 |
| Multi-Input combinational cell | 1354 | 16400 |
| Clock buffer | 133 | 2900 |
| Timing Repair Buffer | 237 | 2180 |
| Tap cell | 1265 | 1580 |
| Clock inverter | 66 | 632 |
| Inverter | 2 | 8.76 |
==> worst max-delay path, stage by stage <==
cell,delay [ps]
buf_6,410
buf_4,530
buf_4,550
mux4_2,310
a21oi_1,80
a211oi_1,730
clkdlybuf4s50_1,620
==> layout by cell type (no fill, tap or decap), types with 9 or more instances in the layout <==
| cell | instances |
|---|---|
| mux4_1 | 36 |
| a21oi_1 | 32 |
| clkinv_2 | 20 |
| buf_12 | 9 |
| nor2_4 | 33 |
| mux2i_1 | 320 |
| nand2_1 | 85 |
| a211oi_1 | 53 |
| a311oi_1 | 32 |
| a22oi_1 | 64 |
| bufinv_16 | 13 |
| clkbuf_1 | 20 |
| buf_4 | 117 |
| a221oi_1 | 38 |
| o221ai_1 | 64 |
| o21ai_0 | 50 |
| nor2b_1 | 32 |
| a211oi_2 | 11 |
| o2111ai_1 | 10 |
| a221oi_2 | 16 |
| conb_1 | 32 |
| mux4_2 | 316 |
| edfxtp_1 | 1024 |
| nand4_1 | 32 |
| clkdlybuf4s50_1 | 102 |
| mux2_2 | 64 |
| clkbuf_16 | 113 |
| clkinv_1 | 29 |
==> through the flow <==
step,area (µm²),std cells,utilization
after detailed placement,50900,3882,0.536
after CTS,54500,4081,0.573
final,54500,4081,0.573
after global placement,50900,3882,0.536
after global routing,54500,4081,0.573
after floorplan,48000,2595,-
Power and IR drop assume default switching activity.
